==> flow/design.v <==
module debouncer (
	input  logic clk,
	input  logic rst,
	input  logic button_in,
	output logic button_pressed,
	output logic button_state,
	output logic button_released
);
	logic button_sync_0;						 
	logic button_sync_1;
	always_ff @(posedge clk) begin
		button_sync_0 <= button_in;	
		button_sync_1 <= button_sync_0;
	end
	logic [17:0] counter;						 
	logic button_idle, button_state;
	assign button_idle = (button_state == button_sync_1);		 
	logic button_cnt_max;						 
	assign button_cnt_max = &counter;
	always_ff @(posedge clk) begin
		if (button_idle) counter <= 18'd0;
		else begin
			counter <= counter + 18'd1;
			if (button_cnt_max) button_state <= ~button_state;	 
		end
	end
	assign button_pressed = ~button_idle & button_cnt_max & ~button_state;
	assign button_released = ~button_idle & button_cnt_max & button_state;
endmodule
==> flow/run.sh <==
#!/bin/bash
# OpenROAD 26Q1-2900-gdf79404cd8, Yosys 0.63+post, stock flow scripts
make -C /OpenROAD-flow-scripts/flow DESIGN_CONFIG=/design/flow/config.mk WORK_HOME=/design/flow/orfs finish
==> flow/config.mk <==
export PLATFORM = sky130hd
export DESIGN_NAME = debouncer
export DESIGN_NICKNAME = debouncer
export VERILOG_FILES = /design/flow/design.v
export SDC_FILE = /design/flow/constraint.sdc
export NUM_CORES = 4
export LEC_CHECK = 1
export CORE_AREA = 10 10 99 99
export DIE_AREA = 0 0 109 109
==> flow/constraint.sdc <==
current_design debouncer

set clk_period 2.6
set clk_io_pct 0.2

create_clock -name clk0 -period $clk_period [get_ports {clk}]

set non_clock_inputs [all_inputs -no_clocks]
set_input_delay [expr $clk_period * $clk_io_pct] -clock clk0 $non_clock_inputs
set_output_delay [expr $clk_period * $clk_io_pct] -clock clk0 [all_outputs]
==> deck_impl_summary.md <==
Flow Results at a Glance

Floorplanning
  • Core area: 7730 um^2
  • Die width: 109 um
  • Die Height: 109 um
  • FP Util: 11.8%
  • IO Count: 6
  • Die Footprint: 11,900 um^2
  • Core Rows: 32

Yosys
  • Ys flops: 21
  • Yosys chip area: 908 um^2
  • Number of cells in Yosys stat: 95
  • Cell Type Count: 23
  • Post-synth seq share: 47.4%
  • Cell taking the most area after synthesis: dfxtp_1
  • Cell area after synthesis: 908 um^2
  • Syn Area/Cell: 9.56 um^2
  • Yosys warns: 1
  • Top cell area share: 44.1%
  • Syn Inst Count: 95
  • Top cells by area: dfxtp_1 44%, xnor2_1 11%, nor2_1 8.7%

STA
  • Final worst setup slack: 0.206 ns
  • Worst Clk Skew: 0.00375 ns
  • Setup TNS: 0 ns
  • Maximum operating frequency: 418 MHz
  • Setup violations, final: 0
  • Final hold violations: 0
  • Max-slew headroom: 78.4%
  • Fin crit share: 92.1%
  • Hold WS: 0.330 ns
  • Fin. max-slew vios: 0
  • Tightest Pin Transition: 0.320 ns
  • RSZ-0062 raised after global routing: no
  • Crit path time final: 2.39 ns

Finish
  • Ratio of cells with drive above 1 in the final layout: 11.7%
  • Register area: 430 um^2
  • P&R area growth vs syn: 24.5%
  • Fillers: 848
  • Logic area: 462 um^2

Power
  • Peak supply drop: 0.142 mV
  • LEAKAGE: 0.368 nW
  • PwrDens: 490 nW/um^2

Status
  • Status: complete, no violations

Placement
  • Pre-CTS WS: 0.435 ns
  • GPL Wtd Cong: 0.723
  • I/O Buffers: 4
  • DP HPWL: 1030 um

CTS
  • Buffer count from post-CTS setup fixing: 0
  • Late-Pin Clk Latency: 0.25 ns
  • TritonCTS clock tree: built
  • Root buffer cell: clkbuf_8
  • Clk pin slew, worst setup/hold paths: 0.07 ns
  • Max H-tree Level: 1
  • CTS max path bufs: 2
  • CTS Buf Count: 3
  • Clock Sinks: 21

Detailed routing
  • N_diodes: 0
  • Residual DRC count: 0
  • First-pass DRT Iterations: 4
  • Via count: 623
  • Post-Route WL: 1480 um
  • Post-DR wirelength/cell: 7.22 um
  • Routed Antenna Nets: 0
  • Number of vias per cell: 3.04
  • 1st-iter DRT viols: 16

Worst setup path
  • Worst Path Max Fanout: 5
  • CP max stage cell: clkdlybuf4s50_1
  • CP arrival: 1.87 ns
  • Crit Path Category: flop to output port
  • CP top delay family: simple AND/OR/NAND/NOR gates
  • Cell mode on critical path: nand3_1
  • Worst path bufs/invs: 1
  • Sequence of cells on the critical path: ha_1 > nand3_1 > nor2_2 > nand3_1 > nor2_1 > clkdlybuf4s50_1
  • Nature of the critical path endpoint: output port
  • Worst path max stage delay: 0.47 ns
  • Worst Path Required: 2.08 ns
  • Startpoint types: flop

Global route
  • Tot GR Track Use: 2.52%
  • Gr ovfl total: 0
  • Largest net degree at the start of global routing: 20
  • Initial antenna violation count: 0
  • First-pass GRT wire length: 2520 um
  • Vias in the first global route: 581

Flow run
  • Maxcap violations: 0
  • OpenROAD warning count: 26

Min path
  • Worst min path class: flop to flop
==> placed cells by master, fill, tap and decap left out <==
cell type	n
a21oi_1	1
and2_2	1
and4_1	1
buf_4	2
clkbuf_1	1
clkbuf_8	3
clkdlybuf4s50_1	4
dfxtp_1	20
edfxtp_1	1
ha_1	1
inv_1	3
mux2_4	1
nand2_1	4
nand3_1	6
nand3_2	1
nand4_1	3
nand4_4	2
nor2_1	20
nor2_2	1
nor2b_1	2
nor3_1	4
nor4_1	3
nor4_4	1
o21ai_0	1
or3_1	1
xnor2_1	11
xor2_1	4
==> power breakdown <==
part | total [mW] | switching, mW | leakage, nW | internal (mW)
logic | 0.0141 | 0.00747 | 0.171 | 0.00658
clock network | 0.207 | 0.0978 | 0.0228 | 0.109
registers | 0.334 | 0.00466 | 0.174 | 0.329
==> cell families after synthesis <==
kind of cell	Yosys count	share of synthesized area, %
xor gates and xnor gates	15	14.5
adders and majority gates	1	1.38
and+or+nand+nor	50	32.0
DFF	21	47.4
buffers and inverters	5	2.07
AOI/OAI and AO/OA	2	1.10
muxes	1	1.65
==> sequential cells by signal (all words and copies together), names as in the netlist <==
name           cells
button_state       1
button_sync_1      1
counter           18
button_sync_0      1
==> Yosys cell counts <==
| library cell | instances |
|---|---|
| nor2_1 | 21 |
| nand2_1 | 4 |
| xnor2_1 | 11 |
| o21ai_0 | 1 |
| nor4_4 | 1 |
| a21oi_1 | 1 |
| nor3_1 | 4 |
| inv_1 | 3 |
| nand3_2 | 1 |
| nor4_1 | 3 |
| and4_1 | 1 |
| clkbuf_1 | 2 |
| nand4_1 | 3 |
| ha_1 | 1 |
| and2_2 | 1 |
| nand4_4 | 2 |
| edfxtp_1 | 1 |
| xor2_1 | 4 |
| nor2b_1 | 2 |
| dfxtp_1 | 20 |
| nand3_1 | 6 |
| mux2_4 | 1 |
| or3_1 | 1 |
==> final timing paths <==
check	from	to	slack (ns)	depth (start not counted)
setup / recovery	counter[0]	button_released	0.21	6
hold / removal	button_sync_0	button_sync_1	0.33	0
setup reg to reg	counter[4]	counter[17]	0.99	4
hold reg to reg	button_sync_0	button_sync_1	0.33	0
==> metrics by stage <==
| step | instances | area [um^2] | util (%) | power (mW) |
|---|---|---|---|---|
| after floorplan | 95 | 908 | - | 0.350 |
| after global placement | 201 | 1080 | 14.0 | 0.355 |
| after detailed placement | 201 | 1080 | 14.0 | 0.356 |
| after CTS | 205 | 1130 | 14.6 | 0.565 |
| after global routing | 205 | 1130 | 14.6 | 0.579 |
| final | 205 | 1130 | 14.6 | 0.555 |
==> final cells by class <==
class                           count  area share, %
Timing Repair Buffer                6           4.87
Tap cell                          102           11.3
Sequential cell                    21           38.1
Multi-Input combinational cell     69           40.8
Inverter                            3          0.996
Clock buffer                        4           3.98
==> routing by layer <==
layer	share of wire (%)	track usage, %
met1	51	3.16
met4	3.2	1.04
met5	0	0
met3	5.0	0.777
met2	40	3.94
==> timing repair <==
action | CTS | global route
gates resized | 0 | 1
hold buffers | 0 | 0
setup endpoints to repair | 0 | 2
==> worst register-to-register path: stages, from the launching register on <==
cell,delay (ns)
dfxtp_1,0.46
nand4_4,0.22
nor4_4,0.41
nand3_2,0.12
mux2_4,0.30
Power figures rest on the tool's default switching activity, not on a simulated workload.
