==> /design/flow/design.v <==
module adc_capture
# (
	parameter clk_hz = 25000000,						
	parameter sclk_hz = 5000000,					 
	parameter cycle_pause = 10					 
) (
	input  logic clk,
	input  logic rst,
	input  logic en,
	input  logic adc_ack,						 
	input  logic [2:0] address,					 
	input  logic dout_bit,						 
	output logic sclk,						 
	output logic cs,						 
	output logic adc_ready,						 
	output logic din_bit,						 
	output logic [11:0] d_signal					 
);
	localparam MAX_DIV = clk_hz / (2 * sclk_hz) - 1;		 
	logic [$clog2(MAX_DIV) - 1:0] frdiv;
	logic clk2;
	always_ff @(posedge clk or posedge rst) begin
		if (rst) begin
			sclk <= 1'd0;
			clk2 <= 1'd0;
			frdiv <= 'd0;					 
		end else begin
			if (frdiv >= MAX_DIV) begin
				clk2 <= ~clk2;				 
				if (~cs) sclk <= ~sclk;			 
				frdiv <= 'd0;
			end else begin
				frdiv <= frdiv + 'd1;
			end
		end
	end
	logic [7:0] din;						 
	logic [15:0] dout;						 
	assign d_signal =32'd4095- dout[11:0];
	logic [3:0] cs_reg;						 
	logic [$clog2(cycle_pause) - 1:0] cs_pause;			 
	always_ff @(negedge clk2 or posedge rst) begin
		if(rst) begin
			din_bit <= 1'd0;
                        din <= 8'd0;
		end else begin
			din[7:0] <= {2'b00, address, 3'b00};
			if (cs == 1'd0) begin				 
				if (cs_reg < 8) begin
					din_bit <= din[5'd7 - cs_reg];   
				end
			end
		end	
	end
	always_ff @(posedge clk2 or posedge rst) begin
		if (rst) begin						 
			adc_ready <= 1'd0;
			cs_reg <= 5'd0;
			cs_pause <= 'd0;				 
			cs <= 1'd0;
			dout <= 16'd0;
		end else if (en) begin
			if ( ~adc_ready) begin					 
				if (cs == 1'd0) begin				 
					dout[15:0] <= {dout[14:0], dout_bit};	 
					if (cs_reg == 5'd15) begin		 
						cs <= 1'd1;
						cs_reg <= 5'd0;
						adc_ready <= 1'd1;		 
					end else begin
						cs_reg <= cs_reg + 5'd1;
					end
				end else begin					 
					if (cs_pause >= cycle_pause) begin	 
						cs <= 1'd0;
						cs_pause <= 'd0;
					end else begin
						cs_pause <= cs_pause + 'd1;
					end
				end
			end else if (adc_ack) begin
				adc_ready <= 1'd0;			 
			end
		end
	end
endmodule
module adc_hysteresis 
# (
	x_High = 12'd3000,					 
	x_Low = 12'd1000					 
) (
	input  logic rst,
	input  logic clk,
	input  logic adc_ready,
	input  logic [11:0] d_signal,				 
	output logic [11:0] not_d_signal,
	output logic can_move_fwd,
	output logic adc_ack
);
	logic [12:0] old_d_signal0;				 
	always_ff @(posedge clk or posedge rst) begin
		if (rst) begin 					 
			can_move_fwd	<= 1'd1;
			not_d_signal	<= 12'd0;
			old_d_signal0	<= 12'd0;
			adc_ack		<= 1'd0;
		end else if (adc_ready) begin
			old_d_signal0 <= d_signal;
			not_d_signal  <= (d_signal + old_d_signal0) >> 1;	 
			if (not_d_signal < x_Low)
				can_move_fwd <= 1'd1;
			else if (not_d_signal > x_High)
				can_move_fwd <= 1'd0;
			adc_ack	<= 1'd1;			 
		end else
			adc_ack <= 1'd0;			 
	end
endmodule
module control
# (
	parameter clk_hz = 25000000,
	parameter sclk_hz = 256,
	parameter servo_min = 0,
	parameter servo_max = 255,
	parameter servo_step = 32,
	parameter servo_center = 155,
	parameter motor_min = 0,
	parameter motor_max = 255,
	parameter motor_step = 32
) (
	input  logic clk,
	input  logic rst,
	input  logic ir_ready,
	input  logic can_move_fwd,
	input  logic [31:0] command,
	output logic state,					
	output logic ctl_valid,
	output logic ack,
	output logic direction,
	output logic [7:0] motor_dc,
	output logic [7:0] servo_dc
);
	localparam MAX_DIV = clk_hz / (2 * sclk_hz);				 
	logic [$clog2(MAX_DIV)-1:0] frdiv;					 
	logic [7:0] timer;
	logic stall;
	logic stk;
	logic sclk;
	always_ff @(posedge clk or posedge rst) begin				 
		if (rst) begin
			frdiv <= 1'd0;
			sclk <= 1'd0;
		end else begin
			if (frdiv == MAX_DIV - 'd1) begin
				sclk <= ~sclk;
				frdiv <= 0;
			end else
				frdiv <= frdiv + 'd1;
		end
	end
	always_ff @(posedge sclk or posedge rst) begin
		if (rst) begin					 
                        state <= 1'd0;
			ctl_valid <= 1'd1;
                        ack <= 1'd0;
			motor_dc <= 8'd0;
			direction <= 1'd1;
			servo_dc <= 8'(servo_center);
			timer[7:0]<=8'd0;
			stall <= 'd0;
			stk <= 'd0;
		end else begin		
			ctl_valid <= 1'd1;			 
		        if (~can_move_fwd) begin		 
				direction <= 1'd0;
				stall <= 1'd1;
				motor_dc <= 8'(motor_max);
				stk <= 'd1;
			end
			if(stall) begin				 
				servo_dc <= 8'd50;
				if (timer <= 8'd250)
					timer <=timer + 1'd1;
                                else begin
                                        direction <=1'd1;
                                        timer <= 8'd0;
                                        motor_dc <= 8'd0;
					servo_dc <= 8'(servo_center);	
					stk <= 'd0;
					stall <= 'd0;	
                                end
			end 
			if (ir_ready) begin					 
				case (command)					 
					32'hFE010707:	state <= 1'd1;		 
					32'hFD020707:	begin			 
								state <= 1'd0;
								motor_dc <= 8'd0;
								servo_dc <= 8'(servo_center);
							end
				endcase
				if (state) begin				 
					case (command)				 
					32'hED120707:	direction <= 1'd1;	 
					32'hEF100707:	direction <= 1'd0;	 
					32'h9A650707:	if (servo_dc <= 8'(servo_max - servo_step)) begin	 
								servo_dc <= servo_dc + 8'(servo_step);
							end
					32'h9D620707:	if (servo_dc >= 8'(servo_min + servo_step)) begin	 
								servo_dc <= servo_dc - 8'(servo_step);
							end				
					32'h9F600707:	if (can_move_fwd && motor_dc <= 8'(motor_max - motor_step)) begin	 
								motor_dc <= motor_dc + 8'(motor_step);
							end
					32'h9E610707:	if (motor_dc >= 8'(motor_min + motor_step)) begin	 
								motor_dc <= motor_dc - 8'(motor_step);
							end
					32'h86790707:	motor_dc <= 8'd0;					 
					32'h97680707:	servo_dc <= 8'(servo_center);				 
					endcase
				end
				ack <= 1'd1;				 
			end else begin
				ack <= 1'd0;				 
			end
		end
	end
endmodule
module ir_decoder (
	input wire clk,
        input wire rst,
	input wire ack,
        input wire enable,
        input wire ir_input,
        output reg ready,
        output wire [31:0] command,
);
	localparam T0_MIN = (28256-2816)/64;						 
	localparam T0_MAX = (28256+2816)/64;
	localparam T1_MIN = (57008-5648)/64;						 
	localparam T1_MAX = (57008+5648)/64;
	localparam START_MIN = (128176-6400)/64;					 
	localparam START_MAX = (128176+6400)/64;
	reg [15:0] slow_clk_div;
	wire slow_clk;
        wire strobe_front;
	reg  ir_input_last;								 
	reg [20:0] t1;									 
	reg [7:0] bit_count;								 
	reg [31:0] cmd;									 
	always @(posedge clk or posedge rst)
	begin
		if(rst) begin
			slow_clk_div <= '0;
		end else begin
			slow_clk_div <= slow_clk_div + 'd1;
		end
	end
	assign slow_clk = slow_clk_div[5];						 
	assign command[31:0] = cmd[31:0];
	assign strobe_front = (ir_input_last != ir_input) * ir_input;			 
	always @(posedge slow_clk or posedge rst)
        begin
		if(rst) begin								 
			ir_input_last <= 1'b1;
		        t1 <= 'b0;
			bit_count <= '0;
			cmd<= '0;
			ready <= 1'd0;
                end else begin
                        if(enable)
                        begin	
				ir_input_last <= ir_input;
				if(strobe_front == 'b0)					 
					t1<=t1+ 'b1;
				else begin
					if(t1 == 21'h1fffff) begin			 
						t1 <= '0;
						bit_count <= '0;
						cmd <= '0;
					end
					if(t1>START_MIN  && t1<START_MAX) begin		 
						bit_count <= '0;
						cmd <= '0;
					end
					if(!ready) begin				 
						if(t1<T0_MAX && t1>T0_MIN) begin	 
							cmd = {1'b0, cmd[31:1]};
							bit_count<=bit_count+'b1;	
						end
						if(t1>T1_MIN && t1<T1_MAX) begin	 
							cmd = {1'b1, cmd[31:1]};
							bit_count <= bit_count + 'b1;
						end
					end
					t1<='b0;
					if (bit_count == 31) begin
						ready <= 1;
					end
				end
				if (ack == 1) ready <= 1'd0;				 
                        end
                end
        end
endmodule
module motor_drv
# (
	parameter clk_hz = 25000000,					 
	parameter pwm_hz = 250
) (
	input logic clk,
	input logic enable,
	input logic rst,
	input logic direction,
	input logic [7:0] duty_cycle,
	output logic pwm_outA,
	output logic pwm_outB
);
	localparam integer CLK_DIV = clk_hz / (256 *  pwm_hz);		 
	logic [$clog2(CLK_DIV)-1:0] clock_counter;			 
	logic [7:0] pwm_counter;
	always_ff @(posedge clk or posedge rst) begin
		if (rst) begin
			clock_counter  <= 0;
			pwm_counter <= 8'd0;
		end else if (enable) begin
			clock_counter <= clock_counter + 1;
			if (clock_counter == CLK_DIV - 1) begin		 
				clock_counter <= 0;
				pwm_counter <= pwm_counter + 8'd1;		 
			end
		end
	end
	logic pwm;							
	assign pwm = (pwm_counter < duty_cycle);			 
	assign pwm_outA = direction ? pwm : 0;				 
	assign pwm_outB = direction ? 0 : pwm;
endmodule
module servo_pdm
# (
        parameter  clk_hz   = 25000000,									 
) ( 
        input  wire       rst,										 
        input  wire       clk,										 
        input  wire       en,										 
        input  wire [7:0]  duty,									 
        output wire       pdm_done									 
);
	wire [15:0] pdm_width;										 
	reg [15:0] pdmw_counter;									 
	localparam zero_dur = clk_hz / 1000 * 20;							 
	localparam div_counter_w = $clog2(zero_dur);
	reg [div_counter_w-1:0] div_counter;								 
	reg pdm_done_reg;
	assign pdm_done = pdm_done_reg;
	assign pdm_width = (duty << 6) + 'd27500;							 
	always @(posedge rst or posedge clk) begin							 
		if (rst) begin
			div_counter <= 'd0;
			pdmw_counter <= 'd0;
			pdm_done_reg <= 'b0;
		end else if (en) begin
			if(pdm_done_reg == 'b1) begin
				if (pdmw_counter != pdm_width) begin					 
					pdmw_counter <= pdmw_counter + 'd1;
				end else begin			
					pdm_done_reg <= 'b0;						 
					div_counter <= 'd0;						 
				end
			end else begin
				div_counter <= div_counter + 'd1;					 
				if (div_counter == zero_dur) begin		
					pdm_done_reg <= 'b1;
					pdmw_counter <= 'd0;
				end
			end
		end
	end
endmodule
module top (
	input  logic clk25,			 
	input  logic [0:0] key,
	inout  logic [9:0] gpio,
	output logic [3:0] led,
	input  logic adc_spi_miso,		 
	output logic adc_spi_mosi,		 
	output logic adc_spi_sclk,		 
	output logic adc_spi_csn		 
);
	logic state;
	logic [7:0] motor_dc;
	logic [7:0] servo_dc;
	logic direction;
	logic ctl_valid;
	logic ack;
	logic adc_ack;
	logic can_move_fwd;
	logic dout_bit;
	logic sclk;
	logic cs;
	logic adc_ready;
	logic din_bit;
	logic [11:0] d_signal;
	assign adc_spi_sclk = sclk;
	assign adc_spi_mosi = din_bit;
	assign adc_spi_csn = cs;
	assign dout_bit = adc_spi_miso;
	logic ir_ready;
	logic [31:0] command;
	assign gpio[9:4] = {adc_ready, ctl_valid, sclk, cs, din_bit, dout_bit};
	assign led[0] = state;
	assign led[1] = can_move_fwd;
	assign led[2] = direction;
	assign led[3] = motor_dc[7];	
	logic rst;
	assign rst = key[0];
        control
        # (
                .clk_hz(25000000),
		.sclk_hz(256),
		.servo_step(16)
        ) control_inst (
		.clk(clk25),
		.rst(rst),
		.ir_ready(ir_ready),
		.command(command),
		.can_move_fwd(can_move_fwd),
		.state(state),
		.ctl_valid(ctl_valid),
		.ack(ack),
		.motor_dc(motor_dc),
		.direction(direction),
		.servo_dc(servo_dc)
        );
	motor_drv 
	# (
		.clk_hz(25000000),
		.pwm_hz(250)
	) motor_inst (
		.clk(clk25),
		.enable(ctl_valid),
		.rst(rst),
		.direction(direction),
		.duty_cycle(motor_dc),
		.pwm_outA(gpio[0]),		 
		.pwm_outB(gpio[1])
	);
	servo_pdm
	# (
		.clk_hz(25000000)
	) servo_inst (
		.rst(rst),
		.clk(clk25),
		.en(ctl_valid),
		.duty(servo_dc),
		.pdm_done(gpio[2])
	);
	ir_decoder decoder_inst (
		.clk(clk25),
		.rst(rst),
		.enable(ctl_valid),
		.ir_input(gpio[3]),		 
		.ack(ack),
		.ready(ir_ready),
		.command(command)
	);
	adc_hysteresis
	# (
		.x_High(12'd1246),
		.x_Low(12'd1059),		 
	) hysteresis_inst (
		.rst(rst),
		.clk(clk25),
		.adc_ready(adc_ready),
		.d_signal(d_signal),
		.can_move_fwd(can_move_fwd),
		.adc_ack(adc_ack)
	);
	adc_capture 
	# (
		.clk_hz(25000000),
		.sclk_hz(5000000),
		.cycle_pause(30)
	) adc_capture_inst (
		.clk(clk25),
		.rst(rst),
		.en(ctl_valid),
		.adc_ack(adc_ack),
		.address(3'b000),		 
		.dout_bit(dout_bit),
		.sclk(sclk),
		.cs(cs),
		.adc_ready(adc_ready),
		.din_bit(din_bit),
		.d_signal(d_signal)
	);
endmodule
==> /design/flow/run.sh <==
#!/bin/bash
# OpenROAD 26Q1-2900-gdf79404cd8, Yosys 0.63+post, stock flow scripts
make -C /OpenROAD-flow-scripts/flow DESIGN_CONFIG=/design/flow/config.mk WORK_HOME=/design/flow/orfs finish
==> /design/flow/config.mk <==
export PLATFORM = sky130hd
export DESIGN_NAME = top
export DESIGN_NICKNAME = top
export VERILOG_FILES = /design/flow/design.v
export SDC_FILE = /design/flow/constraint.sdc
export NUM_CORES = 4
export LEC_CHECK = 1
export CORE_UTILIZATION = 40
==> /design/flow/constraint.sdc <==
current_design top

set clk_period 4.3
set clk_io_pct 0.2

create_clock -name clk0 -period $clk_period [get_ports {clk25}]

set non_clock_inputs [all_inputs -no_clocks]
set_input_delay [expr $clk_period * $clk_io_pct] -clock clk0 $non_clock_inputs
set_output_delay [expr $clk_period * $clk_io_pct] -clock clk0 [all_outputs]
==> results.py <==
# Auto-generated metrics
metrics = {
    "logic_synthesis": {
        "yosys_cells": 1217,
        "ys_ff": 220,
        "ys_chip_area_sq_um": 11940,
        "synthCells": 1217,
        "top_area_share_pct": 44.45,
        "postSynthAreaPerCell_sq_um": 9.807,
        "synthTopCellsByArea": "dfrtp_1, mux2_2, ha_1",
        "synth_warnings": 6,
        "edf_count": 0,
        "top_area_cell": "dfrtp_1",
        "synthFlopType": "dfrtp_1",
        "ys_seq_share_pct": 46.21,
        "synth_cell_types": 83,
        "syn-cell-area_sq_um": 11940,
        "async_flop_share_pct": 100.0,
    },
    "status": {
        "haltStage": "clock tree synthesis",
        "status": "did not finish",
        "error_line": "[error] [KeplerFormal.cpp:679] Workflow failed: Iso has multiple drivers: .gpio6, gpio[6]$_DFFE_PP0N_.Q0",
    },
    "placed_design": {
        "dp_hpwl_mm": 15.16,
        "placed_area_sq_um": 12330,
        "place_congestion": 0.8694,
        "numPortBuffers": 8,
    },
    "final_timing": {
        "untimed_endpoints": 120,
        "unclocked_pins": 114,
    },
    "clock_tree": {
        "cts-hold-fix-buffers": 0,
        "cts_resized": 0,
        "cts_setup_buffers": 0,
        "clockBufferDepth": 2,
        "cts_root_buf": "clkbuf_16",
        "numCtsBuffers": 9,
        "h-tree-depth": 3,
    },
    "die": {
        "num_rows": 62,
        "io_pins": 20,
        "fp_util_pct": 41.14,
        "die_h_um": 174.7,
        "die-width_um": 174.7,
    },
}
## cell usage after synthesis, types with 7 or more instances
master    count
o31ai_1      11
mux2_2       55
and2_1        8
inv_1        54
nor2b_1      15
nand4_1      18
o21ai_0      76
ha_1         45
a31oi_1      13
dfstp_2       8
nand2b_1      8
o211ai_1      7
or3_1        10
nor3_1       30
mux2i_1       9
dfrtp_1     212
clkbuf_1     28
nor4bb_1     10
a21oi_1      34
nor4_1       11
a211o_1       7
or2_2         7
nor2_1      117
buf_4        16
xor2_1       36
nand3_1      65
xnor2_1      37
and3_1       30
nand2_1     105
nor4b_1       7
a21o_1        8
## logic make-up after synthesis
logic type | count (synthesis) | share of synthesized area, %
AND/OR/NAND/NOR | 480 | 20.84
AND-OR/OR-AND | 224 | 12.55
flip-flops | 220 | 46.21
buffers and inverters | 108 | 4.151
XOR/XNOR | 73 | 5.357
multiplexers | 64 | 5.944
adder cells (fa/ha/maj) | 46 | 4.885
other | 2 | 0.06292
## per-stage QoR
step | hold slack (ns) | setup WS [ns] | instances | power [W] | util, %
2_1_floorplan | 0.4329 | 0.5785 | 1218 | 0.001247 | -
3_3_place_gp | 0.4506 | 1.751 | 1569 | 0.001073 | 42.50
3_5_place_dp | 0.4556 | 1.748 | 1569 | 0.001164 | 42.50
Power is estimated from default activity; no workload was simulated.
