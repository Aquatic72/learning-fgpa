**./config.mk**
```make
export PLATFORM = sky130hd
export DESIGN_NAME = ir_encoder
export DESIGN_NICKNAME = ir_encoder
export VERILOG_FILES = /design/flow/design.v
export SDC_FILE = /design/flow/constraint.sdc
export NUM_CORES = 4
export LEC_CHECK = 1
export CORE_UTILIZATION = 50
```
**./constraint.sdc**
```tcl
current_design ir_encoder

set clk_period 7.1
set clk_io_pct 0.2

create_clock -name clk0 -period $clk_period [get_ports {clk}]

set non_clock_inputs [all_inputs -no_clocks]
set_input_delay [expr $clk_period * $clk_io_pct] -clock clk0 $non_clock_inputs
set_output_delay [expr $clk_period * $clk_io_pct] -clock clk0 [all_outputs]
```
**./design.v**
```verilog
module ir_encoder (
    input wire rst,         
    input wire clk,         
    input wire [31:0] cmd,  
    input wire valid,       
    output reg ready,       
    output reg ir_output    
);
localparam [2:0]
    IDLE        = 3'd0,     
    START_MOD   = 3'd1,     
    START_SPACE = 3'd2,     
    ACTIVE      = 3'd3,     
    PAUSE       = 3'd4,     
    GAP		= 3'd5;     
localparam
    CARRIER_DIV = 347,  
    DATA_DIV    = 13888,  
    START_TICKS = 112500,  
    STOP_TICKS  = 5000000;  
reg [15:0] carrier_cnt;
reg carrier_36k;
always @(posedge clk or posedge rst) begin
    if(rst) begin
        carrier_cnt <= 0;
        carrier_36k <= 0;
    end else begin
        if(carrier_cnt >= CARRIER_DIV-1) begin
            carrier_cnt <= 0;
            carrier_36k <= ~carrier_36k;
        end else begin
            carrier_cnt <= carrier_cnt + 1;
        end
    end
end
reg [31:0] shift_reg;
reg [5:0]  bit_cnt;
reg [23:0] main_cnt;
reg [27:0] gap_cnt;
reg [2:0]  state;
always @(posedge clk or posedge rst) begin
    if(rst) begin
        ready     <= 1'b1;
        ir_output <= 1'b0;
        shift_reg <= 0;
        bit_cnt   <= 0;
        main_cnt  <= 0;
	gap_cnt   <= 0;
        state     <= IDLE;
    end else begin
        case(state)
            IDLE: begin
                ir_output <= 1'b0;
                if(valid && ready) begin
                    shift_reg <= cmd;
                    ready     <= 1'b0;
                    main_cnt  <= 0;
                    state     <= START_MOD;
                end
            end
            START_MOD: begin
                ir_output <= carrier_36k;
                if(main_cnt == START_TICKS) begin
                    main_cnt <= 0;
                    state    <= START_SPACE;
                end else begin
                    main_cnt <= main_cnt + 1;
                end
            end
            START_SPACE: begin
                ir_output <= 1'b0;
                if(main_cnt == START_TICKS) begin
                    main_cnt   <= 0;
                    bit_cnt    <= 0;
                    state      <= ACTIVE;
                end else begin
                    main_cnt <= main_cnt + 1;
                end
            end
            ACTIVE: begin
                ir_output <= carrier_36k;
                if(main_cnt == DATA_DIV-1) begin
                    main_cnt <= 0;
                    state    <= PAUSE;
                end else begin
                    main_cnt <= main_cnt + 1;
                end
            end
            PAUSE: begin
                ir_output <= 1'b0;
                if(main_cnt == (shift_reg[0] ? (DATA_DIV*3)-1 : DATA_DIV-1)) begin 
                    main_cnt <= 0;
                    shift_reg <= {1'b0, shift_reg[31:1]};  
                    bit_cnt   <= bit_cnt + 1;
                    if(bit_cnt == 32) begin
                        state <= GAP; 
			gap_cnt <= 1'b0;
                    end else begin
                        state <= ACTIVE;
                    end
                end else begin
                    main_cnt <= main_cnt + 1;
                end
            end
	    GAP: begin
                ir_output <= 1'b0;
                if(gap_cnt == STOP_TICKS-1) begin
                    ready <= 1'b1;
                    state <= IDLE;
                end else begin
                    gap_cnt <= gap_cnt + 1;
                end
            end
        endcase
    end
end
endmodule                                  
```
**./run.sh**
```bash
#!/bin/bash
# OpenROAD 26Q1-2900-gdf79404cd8, Yosys 0.63+post, stock flow scripts
make -C /OpenROAD-flow-scripts/flow DESIGN_CONFIG=/design/flow/config.mk WORK_HOME=/design/flow/orfs finish
```
==> run summary <==
DRC violations left -> 0
Status -> complete, no violations
Number of enable flip-flop cells -> 0
Power Density -> 223 nW/µm²
Die extent in y -> 112 µm
Hold Path Class -> register to register
Clock Skews -> 0.00762 ns
Detailed Routing Iterations Pass 1 -> 21
Critical path fanouts, max -> 19
Clk slew on worst S/H paths -> 0.05 ns
RSZ-0062 raised after global routing -> false
Wirelength per Cell -> 15.5 µm
Max_cap viols -> 0
Vias in the first global route -> 4331
CP required -> 7.38 ns
Max transition margin -> 48.9%
CTS tree -> done
CP max stage delay -> 0.60 ns
Nature of the critical path endpoint -> register
WP data arrival -> 3.63 ns
Clock sink count -> 115
Tmin final -> 3.34 ns
Core area -> 11600 µm²
Yosys Chip Area -> 6000 µm²
Clock tree buffer depth -> 2
Vias per cell -> 5.76
Leak pwr -> 2.96 nW
Global-route wire length before repair -> 21.0 mm
CP max stage cell -> or4_1
Post CTS Setup Buffer Count -> 0
Seq/Total Area, Yosys -> 48.0%
Startpoint types -> primary input
Fin crit share -> 47.1%
Worst-Margin Slew -> 0.759 ns
Crit-path cells -> clkdlybuf4s50_1, a21boi_0, o21bai_1, buf_4, or4_1, nor3_1, xnor2_1, nor2_1
Chip area -> 12400 µm²
Grt total ovfl -> 0
Initial antenna violation count -> 0
Area Growth Syn to Fin -> 18.7%
Synth warn -> 1
Gate Count Post-Synth -> 591
Fmax -> 299 MHz
Top FF cell, synth -> dfrtp_1
Util after Layout -> 61.6%
Setup CP Type -> primary input to register
Die width -> 112 µm
Maximum VDD drop -> 167 µV
DPL Wire Length -> 7.87 mm
Clk latency late pin -> 0.41 ns
Registers, synthesis -> 115
CTS buffer count -> 17
Syn_area_per_cell -> 10.1 µm²
Vias -> 4560
Antenna viol nets, final -> 0
Tot GR Track Use -> 21.5%
Clock root buffer master -> clkbuf_16
TNS Setup -> 0 ns
Init Core Util -> 51.8%
Synthesized area -> 6000 µm²
Top-Level Pins -> 37
# rows -> 39
Final Max Slew Viols -> 0
Yosys cell count -> 591
N_diodes -> 0
H-tree lvl count -> 4
Hold Slack -> 0.478 ns
I/O Buffers -> 36
Top cells by area, synth -> dfrtp_1 47%, mux2_2 11%, nand2_1 3.5%
Largest net degree at the start of global routing -> 60
Initial detailed-routing violation count -> 295
Cell Type Count -> 62
Hold buffer count at cts -> 0
Top-area cell share -> 47.2%
GP Congestion -> 0.843
Number of flip-flops in the largest register -> 32
Final setup fails -> 0
Tool Warnings -> 28
Proportion of layout cells with a drive suffix above 1 -> 17.6%
WL final -> 12.3 mm
Final hold violation count -> 0
Cell type with the largest total area -> dfrtp_1
Post-synth ARST share -> 100%
Post_cts resized -> 0
[layout make-up]
| class | count | area [µm²] |
|---|---|---|
| Clock buffer | 21 | 470 |
| Tap cell | 143 | 179 |
| Timing Repair Buffer | 44 | 420 |
| Multi-Input combinational cell | 440 | 2970 |
| Clock inverter | 11 | 133 |
| Sequential cell | 115 | 2880 |
| Fill cell | 917 | 4450 |
| Inverter | 17 | 66.3 |
[cells in the mapped netlist (3+ instances only)]
library cell and count:
mux2_2 61, and2_1 4, a21oi_1 30, o22ai_1 3, nor2b_1 3, xnor2_1 6, o211ai_1 4, mux2i_1 5
ha_1 7, nand3_1 36, dfrtp_1 113, nand2_1 56, clkbuf_1 17, nor4b_1 3, or4_1 11, nor2_1 32
nand2b_1 5, nor3_1 10, o31ai_1 12, nor4bb_1 3, nor4_1 9, buf_4 3, nand4_1 19, or3_1 22
xor2_1 7, o311ai_0 4, inv_1 17, o21ai_0 30, and3_1 13, a2bb2oi_1 4, buf_2 5
[worst paths after layout]
kind / cells past startpoint / slack (ns) / from / endpoint
max: 8 / 3.76 / valid / main_cnt[16]
max reg2reg: 8 / 4.00 / main_cnt[0] / shift_reg[22]
min in group asynchronous: 2 / 1.49 / rst / gap_cnt[23]
min reg2reg: 1 / 0.48 / carrier_36k / carrier_36k
max in group asynchronous: 3 / 4.38 / rst / bit_cnt[3]
min: 1 / 0.48 / carrier_36k / carrier_36k
[routing by layer]
| metal | GRT usage, % | part of all wire, % | routed length, µm | vias to the layer above |
|---|---|---|---|---|
| met5 | 0 | 0 | 0 | - |
| li1 | - | - | - | 2269 |
| met1 | 35.0 | 50 | 6100 | 2183 |
| met3 | 5.93 | 5.7 | 702 | 8 |
| met2 | 31.3 | 44 | 5340 | 100 |
| met4 | 2.16 | 0.87 | 106 | 0 |
[critical path: cells and delay by family]
| family | cells | cell delay [ns] |
|---|---|---|
| buffers and inverters | 2 | 0.71 |
| AND/OR/NAND/NOR | 3 | 0.89 |
| AND-OR/OR-AND | 2 | 0.46 |
| XOR/XNOR | 1 | 0.14 |
[cell families after synthesis]
kind of cell,after synthesis,share of synthesized area [%]
XOR/XNOR,13,1.90
adder cells (fa/ha/maj),7,1.46
AND-OR/OR-AND,104,10.9
AND/OR/NAND/NOR,240,21.8
buffers and inverters,42,2.92
multiplexers,69,12.9
flip-flops,115,48.0
other,1,0.0625
[layout by cell type, fill, tap and decap left out, types with 13 or more instances in the layout]
| cell type | instances |
|---|---|
| dfrtp_1 | 113 |
| mux2_2 | 61 |
| nand2_1 | 56 |
| nand3_1 | 36 |
| clkdlybuf4s50_1 | 36 |
| nor2_1 | 32 |
| a21oi_1 | 30 |
| o21ai_0 | 30 |
| or3_1 | 22 |
| nand4_1 | 19 |
| clkbuf_16 | 17 |
| inv_1 | 16 |
| and3_1 | 13 |
[report_power, final]
part / internal [mW] / switching [mW]
Sequential: 0.669 / 0.00590
Combinational: 0.0310 / 0.0207
Clock: 0.574 / 0.289
Total: 1.27 / 0.316
[metrics by stage]
stage                     area [µm²]  power [mW]  std cells  setup WS, ns
after floorplan                 6020       0.712        597          2.64
after global placement          6520       0.738        759          3.34
after detailed placement        6520       0.739        759          3.32
after CTS                       7120        1.61        791          3.76
after global routing            7120        1.65        791          3.60
final                           7120        1.59        791          3.76
No activity file was given, so power comes from the tool's default toggle rates.
